==> design/flow/design.v <==
module part1(Clock, Resetn, w, z, CurState);
    input Clock;
    input Resetn;
    input w;
    output z;
    output [3:0] CurState;
    reg [3:0] y_Q, Y_D;  
    localparam A = 4'b0000, B = 4'b0001, C = 4'b0010, D = 4'b0011, E = 4'b0100, F = 4'b0101, G = 4'b0110;
    always@(*)
    begin: state_table
        case (y_Q)
            A: begin
                   if (!w) Y_D = A;
                   else Y_D = B;
               end
            B: begin
                   if(!w) Y_D = A;
                   else Y_D = C;
               end
            C: begin
                  if (!w) Y_D = E;
                  else Y_D = D;
               end
            D: begin
                  if (!w) Y_D = E;
                  else Y_D = F;
               end
            E: begin
                  if (!w) Y_D = A;
                  else Y_D = G;
               end
            F: begin
                  if (!w) Y_D = E;
                  else Y_D = F;
               end
            G: begin
                  if (!w) Y_D = A;
                  else Y_D = C;
               end
            default: Y_D = A;
        endcase
    end  
    always @(posedge Clock)
    begin: state_FFs
        if(Resetn == 1'b0)
            y_Q <=  A;  
        else
            y_Q <= Y_D;
    end  
    assign z = ((y_Q == F) | (y_Q == G)) ? 1:0;
    assign CurState = y_Q;
endmodule
==> design/flow/run.sh <==
#!/bin/bash
# OpenROAD 26Q1-2900-gdf79404cd8, Yosys 0.63+post, stock flow scripts
make -C /OpenROAD-flow-scripts/flow DESIGN_CONFIG=/design/flow/config.mk WORK_HOME=/design/flow/orfs finish
==> design/flow/config.mk <==
export PLATFORM = sky130hd
export DESIGN_NAME = part1
export DESIGN_NICKNAME = part1
export VERILOG_FILES = /design/flow/design.v
export SDC_FILE = /design/flow/constraint.sdc
export NUM_CORES = 4
export LEC_CHECK = 1
export CORE_AREA = 10 10 70 70
export DIE_AREA = 0 0 80 80
==> design/flow/constraint.sdc <==
current_design part1

set clk_period 1.9
set clk_io_pct 0.2

create_clock -name clk0 -period $clk_period [get_ports {Clock}]

set non_clock_inputs [all_inputs -no_clocks]
set_input_delay [expr $clk_period * $clk_io_pct] -clock clk0 $non_clock_inputs
set_output_delay [expr $clk_period * $clk_io_pct] -clock clk0 [all_outputs]
==> results_slide.txt <==
Physical Implementation Snapshot

Status
  • Status: complete, no violations

Worst setup path
  • Critical path type: register to output port
  • Critical Path Start Type: register
  • Critical Path AT: about 1.4 ns
  • Setup crit end kind: output port
  • CP max FO: 6
  • Worst Path Required: roughly 1.5 ns

Finish
  • Biggest registers after layout: y_Q x3
  • Finished Core Util: 8.718%
  • Max reg flops: 3
  • Area growth syn-to-layout: 84.50%
  • Footprint of the multi-input gates: 93.84 sq um
  • Sequential cell area: 60.06 sq um
  • Biggest register: y_Q
  • Filler cells: 402
  • Share of layout cells above drive strength 1: 17.86%

Clock network
  • Max clock buf depth: 2
  • Cts hold-fix bufs: 0
  • CTS root buf: clkbuf_4
  • CTS Buf Count: 3
  • Sink Count: 3
  • TritonCTS clock tree: done
  • CTS clk-pin slew, worst paths: 0.04 ns
  • H-tree depth: 1
  • Resized Gates After CTS: 0
  • Buffer count from post-CTS setup fixing: 0
  • Late-Pin Clk Latency: 0.23 ns

Die
  • Initial core utilization: 4.725%
  • I/O Pins: 8
  • Die width: 80 microns
  • Std-Cell Rows: 21
  • Die Area: about 0.0064 sq mm
  • Core Area: 0.003416 sq mm
  • Die height: ~80 microns

Power
  • Total power: 0.0002045 W
  • Pleak: 0.09452 nW
  • Power Density: 686.8 mW/mm^2
  • VDD IR max: 120.5 uV

Detailed routing
  • DR WL/cell: ~6 microns
  • Drc violations: 0
  • Drt via density: 1.946
  • ANT cells: 0
  • Initial drt markers: 8
  • Final ANT Viol Nets: 0
  • Total Routed Length: 436 microns
  • Via count: ~140
  • Pre-antenna DRT Iters: 4

Logic synthesis
  • Post-synth cell types: 14
  • Post-synth EDFFs: 0
  • Synthesis area per yosys: 161.4 sq um
  • Yosys reg bits: 3
  • Yosys cell count: 19
  • Commonest flop: dfxtp_1
  • Area leader share: between 30% and 40%
  • YS warnings: 1
  • Most frequent cells after synthesis: nor2_1, dfxtp_1
  • Cell area leaders: dfxtp_1, nor2_1, nor3b_2
  • Number of standard cells after synthesis: 19
  • Area of the mapped netlist: 161.4 sq um
  • Dominant cell type by area after synthesis: dfxtp_1
  • Seq share, synth: 37.21%
  • Post-synth ARST share: 0%
  • Top-count cell post-synth: nor2_1
  • Syn Area/Cell: 8.495 sq um

GRT
  • Initial antenna violation count: 0
  • Largest net degree at the start of global routing: 7
  • Vias in the first global route: 156
  • Met3 Track Usage GR: 1.818%
  • Met2 Use GR: approximately 1.8%
  • Total track usage: 1.459%
  • GR Util met1: 1.330%
  • GRT overflow: 0
  • Grt peak-use layer: met2
  • First-pass GRT wire length: 683 microns

Final timing
  • Final setup fails: 0
  • Sum Neg Setup Slack: 0 ns
  • Unrepaired setup endpoints after global routing: no
  • Final tally of hold violations: 0
  • Skew final: 0.0006419 ns
  • Fin. max-slew vios: 0
  • Fin crit share: ~93%
  • Fin crit period: about 1.8 ns
  • Max frequency: 0.5686 GHz

Placed design
  • PortBufs: 6
  • Routability cong.: 0.6920

Worst hold path
  • Worst Hold Class: register to register

Run
  • Maxcap violations: 0
  • Tool Warnings: 25
## kinds of logic (layout without fill, tap and decap cells)
| family | count (synthesis) | after routing | share of synthesized area [%] |
|---|---|---|---|
| buffers and inverters | 1 | 10 | 4.653 |
| DFF | 3 | 3 | 37.21 |
| AOI/OAI and AO/OA | 3 | 3 | 12.40 |
| and+or+nand+nor | 9 | 9 | 32.56 |
| other | 1 | 1 | 2.323 |
| xor gates and xnor gates | 2 | 2 | 10.85 |
## layout by cell type, fill, tap and decap left out
master / count
a21boi_1: 1
nand2b_1: 1
nor2b_1: 1
xor2_1: 1
clkdlybuf4s50_1: 6
clkbuf_4: 3
nand2_1: 1
clkbuf_1: 1
o21a_1: 1
dfxtp_1: 3
nor2_1: 4
nor3b_2: 1
o21ai_1: 1
nand2b_2: 1
xnor2_1: 1
conb_1: 1
## where the power goes
group	leakage [nW]	internal, W	switching (W)
registers	0.0245	0.0000665	0.00000474
logic	0.0550	0.0000159	0.00000775
clock network	0.0150	0.0000786	0.0000310
total	0.0945	0.000161	0.0000435
## final cells by class
class	count	share of cell area, %
Tap cell	46	19.33
Timing Repair Buffer	6	20.17
Multi-Input combinational cell	15	31.51
Clock buffer	4	8.824
Sequential cell	3	20.17
## layer usage
metal	vias to the layer above	wire [microns]
li1	76	-
met1	59	165
met2	9	166
met3	0	105
met4	0	0
met5	-	0
## worst max-delay path, stage by stage, from the launching register on
cell             delay, ns
dfxtp_1               0.33
nand2b_2              0.20
a21boi_1              0.14
clkdlybuf4s50_1       0.47
## stage by stage
stage                     hold WS, ns  cell area (sq um)  worst slack (ns)  cells
after global placement         0.5820              271.5            0.3900     70
after detailed placement       0.6105              271.5            0.3765     70
after floorplan                0.4976              161.4            0.9337     19
final                          0.6247              297.8            0.1414     74
after CTS                      0.6232              297.8            0.1241     74
after global routing           0.6562              297.8           0.03136     74
## path summary, 6_finish.rpt
| check | startpoint | end | depth (start not counted) | slack [ns] |
|---|---|---|---|---|
| setup reg to reg | y_Q[1] | y_Q[0] | 3 | 1.03 |
| setup / recovery | y_Q[1] | z | 3 | 0.14 |
| hold / removal | y_Q[1] | y_Q[2] | 2 | 0.62 |
| hold reg to reg | y_Q[1] | y_Q[2] | 2 | 0.62 |
Power is estimated from default activity; no workload was simulated.
